**flow/config.mk**
```make
export PLATFORM = sky130hd
export DESIGN_NAME = even_odd_merge_sorter_wrapper
export DESIGN_NICKNAME = even_odd_merge_sorter_wrapper
export VERILOG_FILES = /design/flow/design.v
export SDC_FILE = /design/flow/constraint.sdc
export NUM_CORES = 4
export LEC_CHECK = 1
export CORE_UTILIZATION = 40
```
**flow/constraint.sdc**
```tcl
current_design even_odd_merge_sorter_wrapper

set clk_period 5.8
set clk_io_pct 0.2

create_clock -name clk0 -period $clk_period [get_ports {clk}]

set non_clock_inputs [all_inputs -no_clocks]
set_input_delay [expr $clk_period * $clk_io_pct] -clock clk0 $non_clock_inputs
set_output_delay [expr $clk_period * $clk_io_pct] -clock clk0 [all_outputs]
```
**flow/design.v**
```verilog
module even_odd_merge_sorter
(
	input   logic [7:0] A,
	input   logic [7:0] B,
	input   logic [7:0] C,
	input   logic [7:0] D,
	output  logic [7:0] max,
	output  logic [7:0] second_max,
	output  logic [7:0] second_min,
	output  logic [7:0] min
);
	logic [7:0] sorter_1_max;
	logic [7:0] sorter_1_min;
	logic [7:0] sorter_2_max;
	logic [7:0] sorter_2_min;
	logic [7:0] sorter_3_min;
	logic [7:0] sorter_4_max;
	sorter sorter_1 (A, B, sorter_1_max, sorter_1_min);
	sorter sorter_2 (C, D, sorter_2_max, sorter_2_min);
	sorter sorter_3 (sorter_1_max, sorter_2_max, max, sorter_3_min);
	sorter sorter_4 (sorter_1_min, sorter_2_min, sorter_4_max, min);
	sorter sorter_5 (sorter_3_min, sorter_4_max, second_max, second_min);
endmodule
module even_odd_merge_sorter_pipeline
(
	input 	logic clk,
  	input 	logic rst,
	input   logic [7:0] A,
	input   logic [7:0] B,
	input   logic [7:0] C,
	input   logic [7:0] D,
	output  logic [7:0] max,
	output  logic [7:0] second_max,
	output  logic [7:0] second_min,
	output  logic [7:0] min
);
	logic [7:0] sorter_1_max [1:0];
	logic [7:0] sorter_1_min [1:0];
	logic [7:0] sorter_2_max [1:0];
	logic [7:0] sorter_2_min [1:0];
	logic [7:0] sorter_3_min [1:0];
	logic [7:0] sorter_4_max [1:0];
	logic [7:0] min_p;
	logic [7:0] max_p;
	sorter sorter_1 (A, B, sorter_1_max[0], sorter_1_min[0]);
	sorter sorter_2 (C, D, sorter_2_max[0], sorter_2_min[0]);
	sorter sorter_3 (sorter_1_max[1], sorter_2_max[1], max_p, sorter_3_min[0]);
	sorter sorter_4 (sorter_1_min[1], sorter_2_min[1], sorter_4_max[0], min_p);
	sorter sorter_5 (sorter_3_min[1], sorter_4_max[1], second_max, second_min);
	always_ff @(posedge clk) begin : Pipeline
		if (rst) begin
			sorter_1_max[1]	<= 0;
			sorter_1_min[1]	<= 0;
			sorter_2_max[1]	<= 0;
			sorter_2_min[1]	<= 0;
			sorter_3_min[1]	<= 0;
			sorter_4_max[1]	<= 0;
			max				<= 0;
			min				<= 0;
		end else begin
			sorter_1_max[1] <= sorter_1_max[0];
			sorter_1_min[1] <= sorter_1_min[0];
			sorter_2_max[1] <= sorter_2_max[0];
			sorter_2_min[1] <= sorter_2_min[0];
			sorter_3_min[1] <= sorter_3_min[0];
			sorter_4_max[1] <= sorter_4_max[0];
			max 			<= max_p;
			min 			<= min_p;
		end
	end
endmodule
module even_odd_merge_sorter_wrapper #(parameter PIPELINE = 1)
(
    input   logic clk,
    input   logic rst,
    input   logic [7:0] A,
    input   logic [7:0] B,
    input   logic [7:0] C,
    input   logic [7:0] D,
    output  logic [7:0] max,
    output  logic [7:0] second_max,
    output  logic [7:0] second_min,
    output  logic [7:0] min
);
    logic [7:0] regA, regB, regC, regD;
    logic [7:0] reg_max, reg_second_max, reg_second_min, reg_min;
    always_ff@(posedge clk) begin
        if (rst) begin
            regA <= 8'b0;
            regB <= 8'b0;
            regC <= 8'b0;
            regD <= 8'b0;
        end else begin
            regA <= A;
            regB <= B;
            regC <= C;
            regD <= D;
        end
    end
    generate
        if(PIPELINE == 0) begin
            even_odd_merge_sorter sorter_0
            (
                regA, regB, regC, regD,
                reg_max, reg_second_max, reg_second_min, reg_min
            );
        end else begin
            even_odd_merge_sorter_pipeline sorter_0
            (
                clk, rst, regA, regB, regC, regD,
                reg_max, reg_second_max, reg_second_min, reg_min
            );
        end
    endgenerate
    always_ff@(posedge clk) begin
        if (rst) begin
            max        <= 8'b0;
            second_max <= 8'b0;
            second_min <= 8'b0;
            min        <= 8'b0;
        end else begin
            max        <= reg_max;
            second_max <= reg_second_max;
            second_min <= reg_second_min;
            min        <= reg_min;
        end
    end
endmodule
module sorter
(
    input   logic [7:0] A,
    input   logic [7:0] B,
    output  logic [7:0] max,
    output  logic [7:0] min
);
always_comb begin
    if (A > B) begin
        max = A;
        min = B;
    end else begin
        max = B;
        min = A;
    end
end
endmodule
```
**flow/run.sh**
```bash
#!/bin/bash
# OpenROAD 26Q1-2900-gdf79404cd8, Yosys 0.63+post, stock flow scripts
make -C /OpenROAD-flow-scripts/flow DESIGN_CONFIG=/design/flow/config.mk WORK_HOME=/design/flow/orfs finish
```
==> flow_metrics.py <==
# Metrics from the implementation run
metrics = {
    "route": {
        "postRouteAntennaNets": 0,
        "drc_errors": 0,
        "wire_per_inst_um": 15.03,
        "vias_per_cell": 5.575,
        "dr.pass1.iters": 5,
        "routed_wl_um": 14770,
        "vias": 5480,
        "diodes": 0,
        "dr.first_iter.drc_count": 316,
    },
    "yosys": {
        "yosysTopAreaCellShare_pct": 39.45,
        "synth_area_um2": 6496,
        "ys.flops": 128,
        "ys_top_cells_by_count": "dfxtp_1, nand2_1, a21oi_1",
        "ys.flop_type": "dfxtp_1",
        "yosysTopAreaCell": "dfxtp_1",
        "syn_inst": 718,
        "postSynthAreaPerCell_um2": 9.048,
        "synth.distinct_cells": 24,
        "async_reset_ff_share_pct": 0,
        "synth-edff-count": 0,
        "synth.most_common_cell": "dfxtp_1",
        "ys_area_um2": 6496,
        "yosys-top-cells-area": "dfxtp_1, a221o_1, o211ai_1, ha_1, a21oi_1",
        "ys_cells": 718,
        "ys_seq_share_pct": 39.45,
        "ys_warn_count": 21,
    },
    "setup_path": {
        "timing.rr.end": "genblk1.sorter_0.sorter_4_max[1][1]",
        "worst_setup_path_start_kind": "input pin",
        "crit_path_end_kind": "flip-flop",
        "cp.arrival_ns": 3.05,
        "rr_startpoint": "genblk1.sorter_0.sorter_2_min[1][1]",
        "crit_type": "in -> reg",
        "reg2regPathDepth": 5,
        "rrSetupSlack_ns": 3.40,
        "cp_max_fo": 32,
        "cp.required_ns": 6.09,
    },
    "floorplanning": {
        "initCoreUtil_pct": 40.89,
        "rows": 46,
        "die_h_um": 129.4,
        "fp.dieW_um": 129.4,
        "coreArea_um2": 15890,
        "chipArea_um2": 16750,
        "ioPinCount": 66,
    },
    "clock_network": {
        "cts_resized": 0,
        "clock_path_buffers": 2,
        "cts_sinks": 128,
        "htreeDepth": 4,
        "clk_pin_slew_ns": 0.05,
        "numCtsBuffers": 17,
        "ctsHoldBuffers": 0,
        "cts_tree": "done",
        "clock.latency.late_pin_ns": 0.41,
        "cts-root-buf": "clkbuf_16",
        "post_cts_buffers": 0,
    },
    "hold_path": {
        "holdPathStages": 1,
        "hp-class": "reg -> reg",
        "min_from": "genblk1.sorter_0.max[7]",
        "hold_path_end": "max[7]",
    },
    "grt": {
        "grt_pass1_vias": 4926,
        "grt_max_degree": 33,
        "grt_usage_pct": 18.54,
        "grt-ovfl-total": 0,
        "antenna_found_initial": 0,
        "grt_pass1_wl_um": 24160,
    },
    "final_timing": {
        "fmax_mhz": 362.3,
        "setup_tns_ns": 0,
        "rsz0062_at_grt": "no",
        "finClkSkew_ns": 0.007581,
        "setup_ws_ns": 3.040,
        "max-slew-margin-rel_pct": 29.87,
        "hold_viol_final": 0,
        "finalClockPeriodUsage_pct": 47.59,
        "setup_violations": 0,
        "period_minus_slack_ns": 2.760,
        "whs_ns": 0.4327,
        "worstMarginPinSlew_ns": 1.048,
        "slew_viol_final": 0,
    },
    "placed_design": {
        "port_buffers": 65,
        "post-place-ws_ns": 2.604,
        "place_hpwl_um": 10160,
        "gp_congestion": 0.8424,
    },
    "outcome": {
        "status": "finished clean",
    },
    "power_and_ir_drop": {
        "power_leakage_nw": 2.801,
        "powerDensity_nw_per_um2": 347.3,
        "p_sw_mw": 0.8274,
        "p_clk_share_pct": 37.5,
        "p_comb_share_pct": 23.8,
        "p_seq_share_pct": 38.7,
        "internal_power_mw": 1.873,
        "irDropWorstVdd_mv": 0.2265,
        "sw_frac_of_total_pct": 30.64,
    },
    "run": {
        "warning_count": 25,
        "drv_cap": 0,
    },
    "finish": {
        "area_delta_synth_final_pct": 19.70,
        "fillers": 1451,
        "layout-drive-gt1-share_pct": 7.823,
    },
}
## critical path: stages
cell      delay, ns
buf_2          0.41
buf_4          0.39
inv_2          0.18
nand2b_1       0.49
a21oi_1        0.08
a221o_1        0.31
## cells in the final DEF (no fill, tap or decap)
| cell type | synthesis | final |
|---|---|---|
| dfxtp_1 | 128 | 128 |
| nand2_1 | 95 | 95 |
| a21oi_1 | 90 | 90 |
| o211ai_1 | 80 | 80 |
| a221o_1 | 80 | 80 |
| clkdlybuf4s50_1 | 0 | 64 |
| nor2b_1 | 48 | 48 |
| inv_1 | 45 | 45 |
| ha_1 | 40 | 40 |
| clkbuf_16 | 0 | 17 |
| nor2_1 | 10 | 10 |
| clkbuf_8 | 0 | 7 |
| nand4_1 | 5 | 5 |
| nand2b_2 | 5 | 5 |
| a21oi_4 | 5 | 5 |
| a21o_1 | 5 | 5 |
| nor2_2 | 5 | 5 |
| o21ai_0 | 5 | 5 |
| o21a_4 | 5 | 5 |
| nand4_2 | 5 | 5 |
| o211a_1 | 5 | 5 |
| nand2b_1 | 5 | 5 |
| clkinv_2 | 0 | 4 |
| buf_4 | 1 | 4 |
| clkbuf_1 | 35 | 2 |
| inv_2 | 1 | 1 |
| bufinv_16 | 0 | 1 |
| buf_2 | 10 | 1 |
## cell type report
type                    instances  area (µm²)  share of cell area (%)
inverters                      46       172.7                   2.220
flip-flops and latches        128        2562                   32.95
well taps                     216       270.3                   3.475
multi-input cells             493        3516                   45.21
clock inverters                 5       50.05                  0.6436
clock buffers                  26       529.3                   6.806
repair buffers                 69       675.6                   8.689
## per-layer routing
layer	part of all wire, %	GRT usage, %	up-vias
met3	5.6	3.154	25
met2	46	30.08	189
li1	-	-	2736
met5	0	0	-
met1	45	25.89	2530
met4	2.9	5.609	0
## registers in the layout, indices dropped and copies added (netlist names)
name,flops
min,8
second_max,8
regA,8
regD,8
genblk1.sorter_0.sorter_1_max,8
regB,8
genblk1.sorter_0.sorter_2_min,8
genblk1.sorter_0.sorter_2_max,8
genblk1.sorter_0.max,8
genblk1.sorter_0.sorter_3_min,8
genblk1.sorter_0.min,8
second_min,8
regC,8
max,8
genblk1.sorter_0.sorter_1_min,8
genblk1.sorter_0.sorter_4_max,8
## kinds of logic after synthesis
| group | after synthesis | share of synthesized area [%] |
|---|---|---|
| buffers and inverters | 97 | 6.433 |
| AND/OR/NAND/NOR | 178 | 13.77 |
| flip-flops | 128 | 39.45 |
| adder cells (fa/ha/maj) | 40 | 7.704 |
| AND-OR/OR-AND | 275 | 32.65 |
## worst max path at each step
stage / start / end / slack (ns) / cells past startpoint
finish: rst / genblk1.sorter_0.max[7] / 3.04 / 6
global route: rst / genblk1.sorter_0.sorter_2_max[1][5] / 2.84 / 6
CTS: rst / genblk1.sorter_0.max[7] / 3.02 / 6
## through the flow
step                      utilization [%]  total power [mW]  cells  cell area [µm²]
final                               48.95             2.700    983             7776
after global routing                48.95             2.842    983             7776
after CTS                           48.95             2.722    983             7776
after detailed placement            45.31             1.696    952             7197
after global placement              45.31             1.679    952             7197
after floorplan                         -             1.531    718             6496
## power groups by stage
stage	clock (mW)	combinational, mW	sequential (mW)
4_1_cts	1.04	0.640	1.04
6_report	1.01	0.644	1.04
5_1_grt	1.07	0.713	1.05
Power figures rest on the tool's default switching activity, not on a simulated workload.
