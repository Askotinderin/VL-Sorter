$ cat design/flow/config.mk
export PLATFORM = sky130hd
export DESIGN_NAME = even_odd_merge_sorter
export DESIGN_NICKNAME = even_odd_merge_sorter
export VERILOG_FILES = /design/flow/design.v
export SDC_FILE = /design/flow/constraint.sdc
export NUM_CORES = 4
export LEC_CHECK = 1
export CORE_UTILIZATION = 30
$ cat design/flow/constraint.sdc
current_design even_odd_merge_sorter

set clk_period 17.9
set clk_io_pct 0.2

create_clock -name clk0 -period $clk_period

set non_clock_inputs [all_inputs -no_clocks]
set_input_delay [expr $clk_period * $clk_io_pct] -clock clk0 $non_clock_inputs
set_output_delay [expr $clk_period * $clk_io_pct] -clock clk0 [all_outputs]
$ cat design/flow/design.v
module even_odd_merge_sorter
(
	input   logic [7:0] A,
	input   logic [7:0] B,
	input   logic [7:0] C,
	input   logic [7:0] D,
	output  logic [7:0] max,
	output  logic [7:0] second_max,
	output  logic [7:0] second_min,
	output  logic [7:0] min
);
	logic [7:0] sorter_1_max;
	logic [7:0] sorter_1_min;
	logic [7:0] sorter_2_max;
	logic [7:0] sorter_2_min;
	logic [7:0] sorter_3_min;
	logic [7:0] sorter_4_max;
	sorter sorter_1 (A, B, sorter_1_max, sorter_1_min);
	sorter sorter_2 (C, D, sorter_2_max, sorter_2_min);
	sorter sorter_3 (sorter_1_max, sorter_2_max, max, sorter_3_min);
	sorter sorter_4 (sorter_1_min, sorter_2_min, sorter_4_max, min);
	sorter sorter_5 (sorter_3_min, sorter_4_max, second_max, second_min);
endmodule
module even_odd_merge_sorter_pipeline
(
	input 	logic clk,
  	input 	logic rst,
	input   logic [7:0] A,
	input   logic [7:0] B,
	input   logic [7:0] C,
	input   logic [7:0] D,
	output  logic [7:0] max,
	output  logic [7:0] second_max,
	output  logic [7:0] second_min,
	output  logic [7:0] min
);
	logic [7:0] sorter_1_max [1:0];
	logic [7:0] sorter_1_min [1:0];
	logic [7:0] sorter_2_max [1:0];
	logic [7:0] sorter_2_min [1:0];
	logic [7:0] sorter_3_min [1:0];
	logic [7:0] sorter_4_max [1:0];
	logic [7:0] min_p;
	logic [7:0] max_p;
	sorter sorter_1 (A, B, sorter_1_max[0], sorter_1_min[0]);
	sorter sorter_2 (C, D, sorter_2_max[0], sorter_2_min[0]);
	sorter sorter_3 (sorter_1_max[1], sorter_2_max[1], max_p, sorter_3_min[0]);
	sorter sorter_4 (sorter_1_min[1], sorter_2_min[1], sorter_4_max[0], min_p);
	sorter sorter_5 (sorter_3_min[1], sorter_4_max[1], second_max, second_min);
	always_ff @(posedge clk) begin : Pipeline
		if (rst) begin
			sorter_1_max[1]	<= 0;
			sorter_1_min[1]	<= 0;
			sorter_2_max[1]	<= 0;
			sorter_2_min[1]	<= 0;
			sorter_3_min[1]	<= 0;
			sorter_4_max[1]	<= 0;
			max				<= 0;
			min				<= 0;
		end else begin
			sorter_1_max[1] <= sorter_1_max[0];
			sorter_1_min[1] <= sorter_1_min[0];
			sorter_2_max[1] <= sorter_2_max[0];
			sorter_2_min[1] <= sorter_2_min[0];
			sorter_3_min[1] <= sorter_3_min[0];
			sorter_4_max[1] <= sorter_4_max[0];
			max 			<= max_p;
			min 			<= min_p;
		end
	end
endmodule
module sorter
(
    input   logic [7:0] A,
    input   logic [7:0] B,
    output  logic [7:0] max,
    output  logic [7:0] min
);
always_comb begin
    if (A > B) begin
        max = A;
        min = B;
    end else begin
        max = B;
        min = A;
    end
end
endmodule
$ cat design/flow/run.sh
#!/bin/bash
# OpenROAD 26Q1-2900-gdf79404cd8, Yosys 0.63+post, stock flow scripts
make -C /OpenROAD-flow-scripts/flow DESIGN_CONFIG=/design/flow/config.mk WORK_HOME=/design/flow/orfs finish
==> Implementation_results.wiki <==
=== Physical design figures ===
{| class="wikitable"
! Metric !! Value
|-
| ANT nets after route || 0
|-
| Run status || completed
|-
| Relative max-transition margin || between 40% and 50%
|-
| Wire length of the first global-routing pass || ~9.9 mm
|-
| Maximum fanout encountered on the critical timing path || 23
|-
| Floorplan die area || 0.00738 mm²
|-
| Final total negative setup slack || 0 ns
|-
| Maximum number of pins on one net before global-route repair || 29
|-
| Proportion of netlist area held by the largest area contributor || 21.9%
|-
| Post-synth area from yosys stat || 0.00211 mm²
|-
| Final global-route overflow total || 0
|-
| Worst-case vdd ir drop || 0.0000404 V
|-
| Pre-CTS setup slack || roughly 3.4 ns
|-
| Total of max-cap violations || 0
|-
| Setup Crit Path Kind || input port to output port
|-
| Cell Area, Placed || about 0.0028 mm²
|-
| Detailed-route via count || ~2,400
|-
| Post-Syn Area per Cell || 6.99 µm²
|-
| Tool warnings || 32
|-
| Total routing resource utilization after global routing || roughly 17%
|-
| Capture point of the critical path || second_max[3]
|-
| Worst path arrival time || 10.94 ns
|-
| Area leader, netlist || sky130_fd_sc_hd__ha_1
|-
| Highest attainable clock frequency || just under 70 MHz
|-
| # hold bufs at CTS || 0
|-
| Core Footprint || 0.00679 mm²
|-
| Core Rows || 30
|-
| Kind of launch point of the worst setup path || input port
|-
| Dominant cells by area after synthesis || sky130_fd_sc_hd__ha_1 22%, sky130_fd_sc_hd__a21oi_1 11%, sky130_fd_sc_hd__mux2i_1 10%, sky130_fd_sc_hd__inv_1 6.0%, sky130_fd_sc_hd__mux2_4 5.0%
|-
| Min-delay worst type || input port to output port
|-
| Endpoints failing setup || 0
|-
| Final hold violation count || 0
|-
| # DRC || 0
|-
| Cell Area, Synth || 0.00211 mm²
|-
| Worst-margin pin slew || 0.890 ns
|-
| Highest cell delay on the worst timing path || 0.91 ns
|-
| Count of clock buffers in the final design || 0
|-
| Via count normalized by instance count || 5.28
|-
| Unrepaired setup endpoints after global routing || no
|-
| Num sequential || 0
|-
| Count of cell types in the netlist || 50
|-
| First element of the critical path || B[5]
|-
| Power density relative to cell area || roughly 100 mW/mm²
|-
| Proportion of synthesized chip area in sequential cells || 0%
|-
| Number of DRC markers in iteration 0 || 108
|-
| Overall routed net length || 6.30 mm
|-
| Synth-to-Final Area Change || 33.5%
|-
| Width of the die || 85.9 µm
|-
| Number of inserted diodes || 0
|-
| CTS resizes || 0
|-
| Number of max-slew violations in the final report || 0
|-
| Antenna violations before repair || 0
|-
| HPWL after detailed placement || about 5.3 mm
|-
| Crit path capture type || output port
|-
| Number of buffer cells added on primary ports || 64
|-
| Synth Warn # || 1
|-
| Pre-Repair DR Iteration Count || 4
|-
| Initial Utilization || 31.1%
|-
| Final Cycle Share || 81.1%
|-
| Die Y-Extent || 85.9 µm
|-
| Drt wl/cell || 14.1 µm
|-
| Post-CTS repair timing setup buffer count || 0
|-
| Crit-path slowest cell || sky130_fd_sc_hd__or4_1
|-
| Share of post-route cells with drive strength above 1 || 7.39%
|-
| Crit path setup slack, layout || approximately 3.4 ns
|-
| Area of all placed cells without fillers || 0.00282 mm²
|-
| Cell total in the yosys stat output || 302
|-
| Total I/O pin count || 64
|-
| Leakage || 1.36 nW
|-
| Instance count of the mapped netlist || 302
|-
| Fin util || between 40% and 50%
|-
| Critical path required time || 14.32 ns
|-
| Vias in the first global route || about 2,000
|-
| Final worst path period need || 14.52 ns
|-
| Routability cong. || 0.949
|-
| Area taken by flip-flops and latches || 0 µm²
|}
worst min-delay path by stage:
stage,from,end,cells after the start
after CTS,D[0],max[0],5
after global routing,D[0],max[0],5
final,D[0],max[0],5
synth_stat cells, types with 2 or more instances:
| cell | n |
|---|---|
| sky130_fd_sc_hd__clkbuf_1 | 10 |
| sky130_fd_sc_hd__ha_1 | 37 |
| sky130_fd_sc_hd__nand2_1 | 15 |
| sky130_fd_sc_hd__a21boi_0 | 5 |
| sky130_fd_sc_hd__nand4_1 | 6 |
| sky130_fd_sc_hd__or2_1 | 2 |
| sky130_fd_sc_hd__buf_1 | 2 |
| sky130_fd_sc_hd__o32a_1 | 2 |
| sky130_fd_sc_hd__o22ai_1 | 12 |
| sky130_fd_sc_hd__and4_1 | 3 |
| sky130_fd_sc_hd__a21oi_1 | 45 |
| sky130_fd_sc_hd__a21o_1 | 8 |
| sky130_fd_sc_hd__o21ai_1 | 3 |
| sky130_fd_sc_hd__a31o_2 | 12 |
| sky130_fd_sc_hd__nand3_1 | 5 |
| sky130_fd_sc_hd__nor2b_1 | 4 |
| sky130_fd_sc_hd__o21ai_0 | 6 |
| sky130_fd_sc_hd__and3_1 | 2 |
| sky130_fd_sc_hd__nor2_1 | 22 |
| sky130_fd_sc_hd__inv_1 | 34 |
| sky130_fd_sc_hd__mux2_4 | 7 |
| sky130_fd_sc_hd__o21a_1 | 4 |
| sky130_fd_sc_hd__o211ai_1 | 2 |
| sky130_fd_sc_hd__a211oi_1 | 3 |
| sky130_fd_sc_hd__mux2i_1 | 22 |
| sky130_fd_sc_hd__and2_1 | 2 |
| sky130_fd_sc_hd__buf_2 | 4 |
kinds of logic after synthesis:
logic type	Yosys count	synth area share, %
muxes	31	16.6
xor gates and xnor gates	1	0.415
AOI/OAI and AO/OA	114	35.0
and+or+nand+nor	67	16.1
adders and majority gates	37	21.9
buffers and inverters	52	10.0
final cells by class:
type / instances / area, µm²
Fill cell: 706 / 3980
Inverter: 34 / 128
Multi-Input combinational cell: 250 / 1900
Tap cell: 96 / 120
Timing Repair Buffer: 68 / 671
layout by cell type (no fill, tap or decap), types with 2 or more instances in the layout:
master	count
sky130_fd_sc_hd__clkdlybuf4s50_1	64
sky130_fd_sc_hd__a21oi_1	45
sky130_fd_sc_hd__ha_1	37
sky130_fd_sc_hd__inv_1	34
sky130_fd_sc_hd__nor2_1	22
sky130_fd_sc_hd__mux2i_1	22
sky130_fd_sc_hd__nand2_1	15
sky130_fd_sc_hd__a31o_2	12
sky130_fd_sc_hd__o22ai_1	12
sky130_fd_sc_hd__a21o_1	8
sky130_fd_sc_hd__mux2_4	7
sky130_fd_sc_hd__nand4_1	6
sky130_fd_sc_hd__nand3_1	5
sky130_fd_sc_hd__o21ai_0	5
sky130_fd_sc_hd__a21boi_0	5
sky130_fd_sc_hd__o21ai_1	4
sky130_fd_sc_hd__nor2b_1	4
sky130_fd_sc_hd__o21a_1	4
sky130_fd_sc_hd__buf_4	4
sky130_fd_sc_hd__and4_1	3
sky130_fd_sc_hd__a211oi_1	3
sky130_fd_sc_hd__o211ai_1	2
sky130_fd_sc_hd__or2_1	2
sky130_fd_sc_hd__o32a_1	2
sky130_fd_sc_hd__and2_1	2
sky130_fd_sc_hd__and3_1	2
per-stage QoR:
step / hold slack (ns) / instances / power, mW
finish: 8.29 / 448 / 0.291
global route: 8.38 / 448 / 0.322
CTS: 8.33 / 448 / 0.291
detailed placement: 8.32 / 448 / 0.290
global placement: 8.33 / 448 / 0.289
floorplan: 7.30 / 302 / 0.164
where the power goes:
group / leakage, nW / switching, mW / total (mW) / internal (mW)
registers: 0 / 0 / 0 / 0
logic: 1.36 / 0.123 / 0.291 / 0.167
clock network: 0 / 0 / 0 / 0
worst max-delay path, delay by kind of cell:
kind	cells	cell delay (ns)
adder cells (fa/ha/maj)	3	0.88
AND/OR/NAND/NOR	6	2.11
buffers and inverters	5	1.37
AND-OR/OR-AND	13	2.55
multiplexers	1	0.45
metal layers:
layer	routed length, µm	global-route usage (%)	share of wire, %
met1	3200	26.4	51
met2	2720	27.3	43
met3	383	0.781	6.1
met4	0	0	0
met5	0	0	0
Power and IR drop assume default switching activity.
